===== design.v =====
module filter (clock, reset, mclk, sclk, lrck, seq, l_codec_to_fpga, r_codec_to_fpga ,l_fpga_to_codec , r_fpga_to_codec) ;
parameter COUNTER_DEPTH1 = 7'd10 ;
parameter ARRAY_WIDTH = 7'd20;
parameter COEFF_WIDTH = 10'd8;
parameter divisor = 2'd11;
parameter coeff1 = 8'hF4 ;
parameter coeff2 = 8'hFC ; 
parameter coeff3 = 8'h18 ;  
parameter coeff4 = 8'h33 ;
input clock, reset, mclk, sclk, lrck ;
input [COUNTER_DEPTH1:0] seq ;
input [ARRAY_WIDTH-1:0] l_codec_to_fpga , r_codec_to_fpga ;
output [ARRAY_WIDTH-1:0] l_fpga_to_codec , r_fpga_to_codec ;
reg [ARRAY_WIDTH:0] l_tap1, l_tap2, l_tap3, l_tap4 ;
reg [ARRAY_WIDTH:0] r_tap1, r_tap2, r_tap3 , r_tap4 ;
reg [ARRAY_WIDTH:0] r_tap5, r_tap6, r_tap7 , r_tap8 ;
reg [19:0] l_factor1, l_factor2, l_factor3 , l_factor4;
reg [19:0] r_factor1, r_factor2, r_factor3 , r_factor4 ,temp ;
reg [19:0] r_factor5, r_factor6, r_factor7 , r_factor8 ;
reg [ARRAY_WIDTH-1:0] l_fpga_to_codec , r_fpga_to_codec ;
reg [19:0] l_temp , r_temp;
reg [19:0] r_temp2 , r_temp3 ;
mult_tc            m1 (coeff1, r_tap1[19:12] ,r_factor1[19:4]);
mult_tc            m2 (coeff2, r_tap2[19:12] ,r_factor2[19:4]);
mult_tc            m3 (coeff3, r_tap3[19:12] ,r_factor3[19:4]);
mult_tc            m4 (coeff4, r_tap4[19:12] ,r_factor4[19:4]);
mult_tc            m5 (coeff4, r_tap5[19:12] ,r_factor5[19:4]);
mult_tc            m6 (coeff3, r_tap6[19:12] ,r_factor6[19:4]);
mult_tc            m7 (coeff2, r_tap7[19:12] ,r_factor7[19:4]);
mult_tc            m8 (coeff1, r_tap8[19:12] ,r_factor8[19:4]);
always @ (negedge lrck)
begin
if (reset == 1'b1 )
begin
	l_fpga_to_codec [ARRAY_WIDTH-1:0] <=  0 ; 
end  
end  
always @ (posedge lrck)
begin
if (reset )
begin
	r_tap1 <= {r_codec_to_fpga[ARRAY_WIDTH-2] ,r_codec_to_fpga[ARRAY_WIDTH-2] , r_codec_to_fpga[ARRAY_WIDTH-2:0]}	;
	r_tap2 <= r_tap1 	;
	r_tap3 <= r_tap2 	;
	r_tap4 <= r_tap3	;
	r_tap5 <= r_tap4 	;
	r_tap6 <= r_tap5 	;
	r_tap7 <= r_tap6	;
	r_tap8 <= r_tap7	;
	r_temp  <= ( (r_factor1  + r_factor2)  + (r_factor3  + r_factor4) + (r_factor5  + r_factor6)  + (r_factor7  + r_factor8)) ;
	r_fpga_to_codec [ARRAY_WIDTH-1:0] <=   {r_temp [19:0] }; 
end  
end  
endmodule 
 module mult_tc(a,b,product);
 parameter       a_width = 8;
 parameter       b_width = 8;
 input   [a_width-1:0]   a;
 input   [b_width-1:0]   b;
 output  [a_width+b_width-1:0]   product;
 wire    sign;
 wire    [a_width-1:0]   temp_a;
 wire    [b_width-1:0]   temp_b;
 wire    [a_width+b_width-1:0]   long_temp;
 assign sign = a[a_width-1] ^ b[b_width-1];  
 assign temp_a = (a[a_width-1] == 1'b1)? ~(a - 1'b1) : a;   
 assign temp_b = (b[b_width-1] == 1'b1)? ~(b - 1'b1) : b;   
 assign long_temp = temp_a * temp_b; 
 assign product = (sign == 1'b1) ? ~(long_temp - 1'b1) : long_temp;   
 endmodule

===== run.sh =====
#!/bin/bash
# OpenROAD 26Q1-2900-gdf79404cd8, Yosys 0.63+post, stock flow scripts
make -C /OpenROAD-flow-scripts/flow DESIGN_CONFIG=/design/flow/config.mk WORK_HOME=/design/flow/orfs finish

===== config.mk =====
export PLATFORM = sky130hd
export DESIGN_NAME = filter
export DESIGN_NICKNAME = filter
export VERILOG_FILES = /design/flow/design.v
export SDC_FILE = /design/flow/constraint.sdc
export NUM_CORES = 4
export LEC_CHECK = 1
export CORE_UTILIZATION = 30

===== constraint.sdc =====
current_design filter

set clk_period 17.4
set clk_io_pct 0.2

create_clock -name clk0 -period $clk_period [get_ports {lrck}]

set non_clock_inputs [all_inputs -no_clocks]
set_input_delay [expr $clk_period * $clk_io_pct] -clock clk0 $non_clock_inputs
set_output_delay [expr $clk_period * $clk_io_pct] -clock clk0 [all_outputs]

==> run notes <==
Results of the flow run.

The flow ran to the end, and the final reports show no timing, DRC or antenna violations. For this run the aggregate overflow at the end of global routing stands at 0.

In the final report, the number of hold violations comes to 0. For this run, the leading register cell type out of synthesis is sky130_fd_sc_hd__edfxtp_1. The standard cell core area stands at 34900 µm². Sorting the Yosys area breakdown by cell type puts at the top sky130_fd_sc_hd__edfxtp_1.

The global router's overall resource usage stands at 12.1%. For this run, the detailed router's first-pass iteration total came to 5. The placement row count stands at 68. The count of hold-fix buffers inserted at cts stands at 0. The post-detailed-routing wire length stands at 19700 µm. The number of distinct library cells after synthesis stands at 56. The setup skew after layout stands at 0.0114 ns.

The total cells reported by yosys after synthesis stands at 1090. The count of buffers added on input and output ports is 24. Ranked by total cell area, the synthesized netlist is headed by sky130_fd_sc_hd__edfxtp_1 25%, sky130_fd_sc_hd__fa_1 17%, sky130_fd_sc_hd__ha_1 17%. The number of CTS-inserted buffers stands at 9. The sequential share of the synthesized area stands at 24.7%. Per the CTS log, the maximum H-tree level is 3.

The synthesis-to-layout area growth stands at 9.46%. TritonCTS built the clock tree. STA classifies the critical path startpoint as a register. Of all flip-flops after synthesis, the portion carrying an async set or reset was 0%.

The number of global-route vias before repair stands at 7082. The data arrival time reported for the critical path is 9.26 ns. The critical path is of the reg -> reg type. The routability congestion estimate from global placement stands at 0.893.

The number of warning messages in the logs stands at 86. The total I/O pin count stands at 96. The synthesized netlist has a Yosys-reported chip area of 10700 µm².

The number of buffers inserted to repair setup after CTS stands at 0. The critical path buffer and inverter count stands at 6. The first-iteration detailed-routing DRC count stands at 247.

According to the hold report, the worst path is of the reg -> reg type. The share of synthesized area in the top cell type comes to 24.7%. Counting pins that exceed their max-slew limit in the final report gives 0. The area occupied by multi-input gates stands at 7250 µm².

According to the floorplan report, the total die area is 36500 µm². The delay of the slowest cell on the worst path stands at 0.94 ns. Dividing the detail-routed via count by the number of cells gives 4.42.

The antenna cell count stands at 0. The initial cell density of the core stands at 30.7%.

Nets still carrying antenna violations after routing amount to 0. The number of gates resized after CTS stands at 0. The first global-routing pass estimated 33800 µm of wire. Counting the fill cells in the layout gives 3516. The flip-flop and latch count after synthesis stands at 88. The clock latency on the worst-skew pair stands at 0.36 ns. By count the netlist is led by 190 x sky130_fd_sc_hd__inv_1, 142 x sky130_fd_sc_hd__ha_1, 101 x sky130_fd_sc_hd__xnor2_1.

Looking at the critical path, the single cell with the biggest stage delay is sky130_fd_sc_hd__a2111oi_0. The final sum of negative setup slack stands at 0 ns.

The maximum operating frequency stands at 0.109 GHz. The die is 191 µm tall. Setup repair after global routing left no endpoint under its margin. The timing report attributes the biggest portion of critical-path delay to adder cells. The die is 191 µm wide.

The fraction of the cycle the final worst path needs stands at 52.7%. The maximum number of pins on one net before global-route repair stands at 47. The transition time of the tightest slew-check pin stands at 1.03 ns. The worst-case clock buffer depth stands at 2. The number of DRC violations after detailed routing stands at 0. The combined area of all synthesized cells stands at 10700 µm². The report counts max-capacitance violations totalling 0. The average footprint of a synthesized cell stands at 9.83 µm².

The synthesized design contains 88 enable-type register cells. The number of antenna violations at the first check in global routing was 0. The synthesized netlist handed to floorplanning was reported with a cell count of 1090. For reference, the clock transition at the flip-flops on the worst setup and hold paths is 0.07 ns. The root buffer cell chosen for the clock tree is sky130_fd_sc_hd__clkbuf_16. The area taken by sequential standard cells is reported as 2640 µm². The average wire per cell in the routed design stands at 12.4 µm.

Per the finish-stage timing summary, setup violations number 0. The time the final worst path needs with I/O delays and setup stands at 9.16 ns. Cells with a size suffix above 1 make up 2.57% of the layout. The data required time of the critical path stands at 17.50 ns. Counting every sink on the clock net gives 88.

STA classifies the critical path endpoint as a register. The placed wire-length estimate stands at 16700 µm. The max-slew headroom at the worst pin stands at 29.4%. The highest net fanout along the worst path stands at 8. By instance count, the leading cell after synthesis is sky130_fd_sc_hd__inv_1.

The count of vias placed by the detailed router stands at 6998. The count of warnings emitted by yosys stands at 34.
-- registers in the layout (all words and copies together) (netlist names) --
register / cells
m2.b: 7
m3.b: 7
m4.b: 7
m5.b: 7
m6.b: 7
m7.b: 7
m8.b: 7
r_fpga_to_codec: 16
r_tap1: 7
r_temp: 16
-- metrics by stage --
| step | util (%) | setup WS (ns) | instances | hold slack, ns | cell area, µm² |
|---|---|---|---|---|---|
| after floorplan | - | 9.01 | 1128 | 0.400 | 10900 |
| after global placement | 32.8 | 8.28 | 1567 | 0.401 | 11400 |
| after detailed placement | 32.8 | 8.24 | 1567 | 0.405 | 11400 |
| after CTS | 33.6 | 8.20 | 1583 | 0.420 | 11700 |
| after global routing | 33.6 | 7.51 | 1583 | 0.421 | 11700 |
| final | 33.6 | 8.24 | 1583 | 0.418 | 11700 |
-- layout by cell type, fill, tap and decap left out, drive strengths merged, types with 3 or more instances in the layout --
| master | count |
|---|---|
| a2111oi | 3 |
| a211oi | 11 |
| a21o | 9 |
| a21oi | 28 |
| a31oi | 7 |
| and3 | 3 |
| buf | 3 |
| clkbuf | 9 |
| clkdlybuf4s50 | 23 |
| clkinv | 3 |
| conb | 40 |
| edfxtp | 88 |
| fa | 89 |
| ha | 142 |
| inv | 191 |
| mux2 | 3 |
| mux2i | 4 |
| nand2 | 57 |
| nand2b | 18 |
| nand3 | 8 |
| nand3b | 7 |
| nor2 | 68 |
| nor2b | 11 |
| nor3 | 23 |
| o21a | 12 |
| o21ai | 44 |
| o21bai | 15 |
| o31a | 4 |
| o31ai | 15 |
| o41ai | 5 |
| or3 | 12 |
| xnor2 | 101 |
| xnor3 | 3 |
| xor2 | 42 |
-- worst reg2reg max path: cells and delay by family (launching register included) --
kind	cells	cell delay, ns
compound gates	10	2.55
buf+inv	6	0.32
xor+xnor	3	0.69
simple gates	4	0.76
flops	1	0.58
fa+ha+maj	9	4.02
-- final timing paths --
check / slack [ns] / from / endpoint / cells past startpoint
setup / recovery: 8.24 / m4.b[0] / r_temp[19] / 32
hold / removal: 0.42 / r_temp[17] / r_fpga_to_codec[17] / 0
setup reg to reg: 8.24 / m4.b[0] / r_temp[19] / 32
hold reg to reg: 0.42 / r_temp[17] / r_fpga_to_codec[17] / 0
-- cell families (layout without fill, tap and decap cells) --
family	count (synthesis)	in the layout	share of synthesized area (%)
buffers and inverters	232	232	8.97
DFF	88	88	24.7
adders and majority gates	231	231	33.2
AOI/OAI and AO/OA	165	165	10.4
xor gates and xnor gates	146	146	12.3
muxes	7	7	0.689
and+or+nand+nor	219	219	9.70
other	2	40	0.0701
-- final cells by class --
| type | count | area share [%] |
|---|---|---|
| Multi-Input combinational cell | 808 | 61.8 |
| Sequential cell | 88 | 22.5 |
| Inverter | 190 | 6.08 |
| Tap cell | 455 | 4.85 |
| Timing Repair Buffer | 26 | 2.16 |
| Clock buffer | 9 | 1.92 |
| Clock inverter | 7 | 0.608 |
-- routing by layer --
layer  vias to the layer above  GRT usage [%]  routed length, µm
met5                         -              0                  0
met2                       108           19.1               8670
met4                         0           1.38                268
li1                       3625              -                  -
met1                      3247           17.0               9350
met3                        18           4.14               1390
